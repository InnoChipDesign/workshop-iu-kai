$ cat /design/flow/constraint.sdc
current_design multiplier

set clk_period 2.8
set clk_io_pct 0.2

create_clock -name clk0 -period $clk_period

set non_clock_inputs [all_inputs -no_clocks]
set_input_delay [expr $clk_period * $clk_io_pct] -clock clk0 $non_clock_inputs
set_output_delay [expr $clk_period * $clk_io_pct] -clock clk0 [all_outputs]
$ cat /design/flow/config.mk
export PLATFORM = sky130hd
export DESIGN_NAME = multiplier
export DESIGN_NICKNAME = multiplier
export VERILOG_FILES = /design/flow/design.v
export SDC_FILE = /design/flow/constraint.sdc
export NUM_CORES = 4
export LEC_CHECK = 1
export CORE_AREA = 10 10 70 70
export DIE_AREA = 0 0 80 80
$ cat /design/flow/design.v
module multiplier
(
    input  [4:0] a,
    input  [4:0] b,
    output       overflow,
    output [4:0] out
);
    logic [4:0] and_res0, and_res1, and_res2, and_res3, and_res4;
    logic [9:0] ires0, ires1, ires2, ires3, ires4;
    logic [9:0] result;
    always_comb
    begin
        and_res0 = a & { 5 { b[0] }};
        and_res1 = a & { 5 { b[1] }};
        and_res2 = a & { 5 { b[2] }};
        and_res3 = a & { 5 { b[3] }};
        and_res4 = a & { 5 { b[4] }};
        ires0 = { 4'b0, and_res0       };
        ires1 = { 3'b0, and_res1, 1'b0 };
        ires2 = { 2'b0, and_res2, 2'b0 };
        ires3 = { 1'b0, and_res3, 3'b0 };       
        ires4 = {       and_res4, 4'b0 };
        result = ires0 + ires1 + ires2 + ires3 + ires4;
    end
    assign overflow = | ( result[9:5] );
    assign out      =     result[4:0];
endmodule
$ cat /design/flow/run.sh
#!/bin/bash
# OpenROAD 26Q1-2900-gdf79404cd8, Yosys 0.63+post, stock flow scripts
make -C /OpenROAD-flow-scripts/flow DESIGN_CONFIG=/design/flow/config.mk WORK_HOME=/design/flow/orfs finish
==> flow_summary.yaml <==
# physical design summary
run_status:
  outcome: "complete, but fails checks"
  violations: "negative setup slack"
critical_path:
  worst_path_cell_chain: "buf_8 -> nand2_4 -> fa_1 -> inv_2 -> fa_1 -> fa_1 -> ha_4 -> inv_2 -> fa_2 -> nor2b_4 -> o31ai_2 -> xnor2_1 -> or4_1 -> buf_2"
  critPathArrivalTime_ps: 3650
  worst_setup_path_start_kind: "primary input"
  crit_slowest_cell: "sky130_fd_sc_hd__fa_1"
  crit_family: "adder cells"
  worstPathRequired_ps: 2240
  worst-path-stages: 14
  crit_path_max_incr_delay_ps: 550
  timing.critical_path.to_type: "output pin"
  worstSetupPathType: "in2out"
  critPathMaxFanout: 3
  wp_buf_inv: 4
  crit_path_frequent_cell: "sky130_fd_sc_hd__fa_1"
layout:
  finish.instance_area_um2: 1050
  ff_latch_area_um2: 0
  area_delta_synth_final_pct: 59.8
  num-fill-cells: 361
  most_numerous_logic_cells_after_layout: "sky130_fd_sc_hd__ha_1 (12), sky130_fd_sc_hd__buf_4 (12), sky130_fd_sc_hd__and2_1 (11)"
  clkbuf_count: 0
  post_route_cells_drive_above_1_share: 0.446
  number_of_sequential_storage_elements: 0
clock_network:
  holdBufCountCts: 0
final_timing:
  final_min_period_over_clock_period: 1.51
  final.setup.worst_slack_ps: -1410
  final-setup-viol-count: 3
  number_of_max_slew_violations_in_the_final_report: 0
  slew_headroom: 0.863
  max_freq_mhz: 237
  unrepaired_setup_endpoints_after_global_routing: "yes"
  max_slew.worst_pin.slew_ps: 204
  report.final.hold_viol_count: 0
  final_period_minus_worst_setup_slack_ps: 4210
logic_synthesis:
  ys_cells: 73
  yosys.area_share.simple: 0.241
  yosysSeqAreaShare: 0
  netlist_instances: 73
  synthXorXnorAreaFrac: 0.0402
  synth_area_per_inst_um2: 8.96
  topCombFamilyByArea: "adder cells"
  syn_area_um2: 654
  yosys_warnings: 1
  synth.cellmix.compoundShare: 0.0516
  yosys-mux-area-fraction: 0
  synth_cell_type_count: 14
  fa_ha_area_frac: 0.604
  area_of_the_synthesized_netlist_per_yosys_stat_um2: 654
min_path:
  hold_path_class: "in2out"
  hold_depth: 6
drt:
  route.vias.total: 556
  detail_route.drc_violations: 0
  diodes: 0
  drt_pre_antenna_iters: 2
  route.antenna.remaining_nets: 0
  drt_iter0_drc: 35
  drt_wl_total_um: 1410
  post_drt_via_cell_ratio: 3.78
  avgRoutedWirePerCell_um: 9.60
placed_design:
  io_buffer_count: 16
  detailedPlacementHpwl_um: 1270
  dpl_cell_area_um2: 983
  dpl_worst_slack_ps: -2360
  globalplace.congestion: 0.773
die:
  io_pins: 16
  rows: 21
  die_h_um: 80
  chip_area_um2: 6400
  die_w_um: 80
  fp_util: 0.192
  placeableCoreArea_um2: 3420
grt:
  grt.total_usage: 0.0481
  gr-total-overflow: 0
  grt_pass1_wl_um: 2660
  antenna_found_initial: 0
  via_count_of_the_first_global_routing_pass: 606
  pin_count_of_the_biggest_net_entering_global_routing: 6
power_and_ir_drop:
  power_density_nw_per_um2: 247
  p_leak_nw: 0.510
  ir_drop_mv: 0.104
run:
  max_cap_violations: 0
  stage_log_warnings: 35
==> worst paths after layout <==
kind	from	endpoint	slack, ps
min	b[1]	out[3]	1870
max	b[0]	overflow	-1410
==> cell usage after synthesis <==
master                    instances  share of area
sky130_fd_sc_hd__a21o_1           1          0.011
sky130_fd_sc_hd__a21oi_1          1         0.0076
sky130_fd_sc_hd__a21oi_2          1          0.013
sky130_fd_sc_hd__and2_1          14           0.13
sky130_fd_sc_hd__fa_1            11           0.34
sky130_fd_sc_hd__ha_1            14           0.27
sky130_fd_sc_hd__inv_1           11          0.063
sky130_fd_sc_hd__nand2_1         11          0.063
sky130_fd_sc_hd__nor2b_1          2          0.019
sky130_fd_sc_hd__o21ai_0          1         0.0076
sky130_fd_sc_hd__o31ai_1          1          0.011
sky130_fd_sc_hd__or2_4            1          0.013
sky130_fd_sc_hd__or4_1            1          0.011
sky130_fd_sc_hd__xnor2_1          3          0.040
==> report_power, final <==
part	internal [mW]	switching, mW	leakage (nW)
Combinational	0.149	0.110	0.510
Clock	0	0	0
Sequential	0	0	0
Total	0.149	0.110	0.510
==> layer usage <==
layer	part of all wire	wire length [um]	global-route usage	up-vias
li1	-	-	-	287
met2	0.42	589	0.0714	11
met1	0.52	730	0.0749	258
met3	0.064	91	0.00795	0
met4	0	0	0	0
met5	0	0	0	-
==> final cells by class <==
type | instances | area (um2) | area share
Multi-Input combinational cell | 62 | 701 | 0.670
Timing Repair Buffer | 28 | 246 | 0.236
Tap cell | 46 | 57.6 | 0.0550
Inverter | 11 | 41.3 | 0.0395
==> kinds of logic (layout without fill, tap and decap cells) <==
group	Yosys count	in the layout
AND/OR/NAND/NOR	29	29
XOR/XNOR	3	3
adder cells (fa/ha/maj)	25	25
buffers and inverters	11	39
AND-OR/OR-AND	5	5
==> metrics by stage <==
stage | utilization | hold slack (ps) | setup TNS (ps) | std cells | power [mW]
5_1_grt | 0.306 | 1900 | -2070 | 147 | 0.302
3_3_place_gp | 0.288 | 2250 | -5140 | 146 | 0.250
6_report | 0.306 | 1870 | -1840 | 147 | 0.259
2_1_floorplan | - | 1190 | -1230 | 73 | 0.129
4_1_cts | 0.298 | 1880 | -2860 | 147 | 0.261
3_5_place_dp | 0.288 | 2240 | -5130 | 146 | 0.245
==> timing repair <==
action,CTS,global route
buffers inserted,1,0
endpoints found under the hold margin,0,0
pin swaps,14,9
gates resized,55,14
endpoints found under the setup margin,4,4
No activity file was given, so power comes from the tool's default toggle rates.
